File: /design/flow/run.sh
#!/bin/bash
# OpenROAD 26Q1-2900-gdf79404cd8, Yosys 0.63+post, stock flow scripts
make -C /OpenROAD-flow-scripts/flow DESIGN_CONFIG=/design/flow/config.mk WORK_HOME=/design/flow/orfs finish
File: /design/flow/config.mk
export PLATFORM = sky130hd
export DESIGN_NAME = xor_bitwise
export DESIGN_NICKNAME = xor_bitwise
export VERILOG_FILES = /design/flow/design.v
export SDC_FILE = /design/flow/constraint.sdc
export NUM_CORES = 4
export LEC_CHECK = 1
export CORE_AREA = 10 10 70 70
export DIE_AREA = 0 0 80 80
File: /design/flow/constraint.sdc
current_design xor_bitwise

set clk_period 1.0
set clk_io_pct 0.2

create_clock -name clk0 -period $clk_period

set non_clock_inputs [all_inputs -no_clocks]
set_input_delay [expr $clk_period * $clk_io_pct] -clock clk0 $non_clock_inputs
set_output_delay [expr $clk_period * $clk_io_pct] -clock clk0 [all_outputs]
File: /design/flow/design.v
module xor_bitwise(f,a,b);
parameter N = 16;
input [N-1:0] a,b;
output [N-1:0] f;
genvar p;
generate 
    for (p=0;p<N;p=p+1)
begin:xorlp
    xor XG (f[p],a[p],b[p]);   
end
endgenerate
endmodule
==> flow.log <==
[flow] collecting metrics
[metrics] number of buffers added for setup after CTS: 0
[metrics] number of inserted diodes: 0
[metrics] count of instantiated cells in the yosys netlist: 16
[metrics] slowest library cell on the worst path: sky130_fd_sc_hd__dlygate4sd2_1
[metrics] relative area change from synthesis to final layout: 298%
[metrics] worst hold path stage count: 3
[metrics] Final min period: 920 ps
[metrics] number of global-route vias before repair: 324
[metrics] full die area: 6400 um^2
[metrics] Post-Route Setup TNS: 0 ps
[metrics] portion of netlist area occupied by mux cells: 0%
[metrics] Final Hold Violation Tally: 0
[metrics] Total Power Consumption: 193 uW
[metrics] power dissipated by switching net loads: 63.4 uW
[metrics] Max IR drop VDD: 0.0691 mV
[metrics] chain of cells forming the critical path: dlygate4sd2_1 -> xor2_1 -> buf_2
[metrics] fin cells: 110
[metrics] portion of the clock cycle consumed by the worst path in the final layout: 92.0%
[metrics] type of the setup path with the least slack: primary input to output pin
[metrics] number of max-slew violations in the final report: 0
[metrics] arithmetic-cell share of the synthesized area counting full adders, half adders and majority gates: 0%
[metrics] # DRC: 0
[metrics] cells after synthesis: 16
[metrics] number of warning messages in the logs: 32
[metrics] clock network fraction of design power: 0%
[metrics] area share of and/or/nand/nor cells after synthesis: 0%
[metrics] smallest hold slack: 760 ps
[metrics] iteration tally of the first detailed-router pass: 2
[metrics] layout cell share with drive strength beyond 1: 25.0%
[metrics] IO Count: 48
[metrics] required time of the critical path: 800 ps
[metrics] Post-Syn Area per Cell: 8.76 um^2
[metrics] yosys xor share: 100%
[metrics] pin count of the biggest net entering global routing: 2
[metrics] result of the run: completed
[metrics] Synth cell types: 1
[metrics] critical path endpoint: f[10]
[metrics] placement-stage cell area: 678 um^2
[metrics] Via density: 2.58
[metrics] highest clock frequency the design can meet: 1090 MHz
[metrics] Max Fanout on Critical Path: 1
[metrics] hold path startpoint: b[13]
[metrics] wire length per cell after detailed routing: 12.1 um
[metrics] startpoint class of the critical path: primary input
[metrics] main logic family after synthesis: XOR/XNOR gates
[metrics] clk_buf instances: 0
[metrics] post-route cell area: 558 um^2
[metrics] Starting DRT DRC Count: 1
[metrics] transition at the pin with the smallest max-transition slack: 128 ps
[metrics] number of hold buffers added after cts: 0
[metrics] global route total overflow: 0
[metrics] share of power burned in combinational logic: 100.0%
[metrics] core utilization at floorplan: 4.10%
[metrics] Arrival @ worst endpoint: 720 ps
[metrics] Internal Pwr Total: 130 uW
[metrics] RSZ-0062 raised after global routing: no
[metrics] PortBufs: 48
[metrics] most used logic cell in the final layout: sky130_fd_sc_hd__dlygate4sd2_1
[metrics] flip-flop and latch count: 0
[metrics] overall die width: 80 um
[metrics] DRT Wirelength: 1.33 mm
[metrics] min setup slack post-route: 80.5 ps
[metrics] number of rows in the core area: 21
[metrics] peak per-stage delay on the critical path: 240 ps
[metrics] Sequential Area: 0 um^2
[metrics] antenna violations before repair: 0
[metrics] type of the tightest min-delay check: primary input to output pin
[metrics] Placed Instances: 110
[metrics] DRT antenna net count: 0
[metrics] Setup WS pre-CTS: -575 ps
[metrics] maximum capacitance violations: 0
[metrics] total power divided by cell area: 347 nW/um^2
[metrics] filler cell count: 404
[metrics] overall track demand over capacity in global routing: 3.69%
[metrics] final core utilization: 16.3%
[metrics] Reg power frac: 0%
[metrics] fraction of the yosys area taken by sequential cells: 0%
[metrics] vertical die size: 80 um
[metrics] post-synth area from yosys stat: 140 um^2
[metrics] Synthesis Warnings: 0
[metrics] Worst setup EP type: output pin
[metrics] wire length of the first global-routing pass: 1.84 mm
[metrics] Synth Cell Area: 140 um^2
[metrics] worst rel slew slack: 91.4%
[metrics] area of the core: 3420 um^2
[metrics] top library cells by usage in the layout, fill and taps aside: sky130_fd_sc_hd__dlygate4sd2_1 (32), sky130_fd_sc_hd__xor2_1 (16), sky130_fd_sc_hd__buf_2 (16)
[metrics] crit path launch: a[10]
[metrics] leakage: 0.300 nW
[metrics] final RePlAce weighted congestion: 0.829
[metrics] area fraction in compound gates: 0%
[metrics] final setup fails: 0
[metrics] fraction of power spent switching nets: 32.8%
[metrics] via count: 284
==> metal layers <==
layer | track usage [%] | part of all wire [%]
met1 | 5.08 | 50
met4 | 0 | 0
met2 | 5.78 | 38
met3 | 1.25 | 12
met5 | 0 | 0
==> repair_timing <==
action	in CTS	in global routing
endpoints found under the hold margin	0	0
gates resized	87	0
setup endpoints to repair	16	0
==> cells by family (layout without fill, tap and decap cells) <==
group | count (synthesis) | after routing
buf+inv | 0 | 48
xor+xnor | 16 | 16
==> worst max-delay path, delay by kind of cell <==
kind	cells	cell delay (ps)
xor gates and xnor gates	1	150
buffers and inverters	2	380
==> area by class of cell <==
type | count | area [um^2] | area share [%]
Tap cell | 46 | 57.6 | 10.3
Multi-Input combinational cell | 16 | 140 | 25.1
Timing Repair Buffer | 48 | 360 | 64.6
==> worst min-delay path by stage <==
stage | endpoint | slack, ps
4_1_cts | f[13] | 760
5_1_grt | f[8] | 770
6_report | f[13] | 760
==> cells in the mapped netlist <==
cell                     count  area share [%]
sky130_fd_sc_hd__xor2_1     16             100
==> power by group through the flow <==
stage	clock [mW]	combinational, mW	sequential, mW
final	0	0.193	0
after CTS	0	0.202	0
after global routing	0	0.219	0
No activity file was given, so power comes from the tool's default toggle rates.
